### design.v
module konya(DIN, Resetn, Clock, Run, Done, BusWires);
	input [15:0] DIN;
	input Resetn, Clock, Run;
	output Done;
	output [15:0] BusWires;
	parameter T0 = 2'b00, T1 = 2'b01, T2 = 2'b10, T3 = 2'b11;
	reg [15:0] BusWires;
	reg [0:7] Rin, Rout;
	reg [15:0] Sum;
	reg IRin, Done, DINout, Ain, Gin, Gout, AddSub;
	reg [1:0] Tstep_Q, Tstep_D;
	wire [2:0] I;
	wire [0:7] Xreg, Yreg;
	wire [15:0] R0, R1, R2, R3, R4, R5, R6, R7, A, G;
	wire [1:9] IR;
	wire [1:10] Sel; 
	assign I = IR[1:3];
	dec3to8 decX (IR[4:6], 1'b1, Xreg);
	dec3to8 decY (IR[7:9], 1'b1, Yreg);
	always @(Tstep_Q, Run, Done)
	begin
		case (Tstep_Q)
			T0:
				if (~Run) Tstep_D = T0;
				else Tstep_D = T1;
	 		T1:
				if (Done) Tstep_D = T0;
				else Tstep_D = T2;
			T2: 
 				Tstep_D = T3;
			T3: 
 				Tstep_D = T0;
		endcase
	end
  	parameter mv=4'b0000, mvi=4'b0001, add=4'b0010, sub=4'b0011, andk=4'b0111, ork=4'b1001, storek=4'b0100, loodk=4'b0101, mvnzk=4'b0110;
	always @(Tstep_Q or I or Xreg or Yreg)
	begin
		Done = 1'b0; Ain = 1'b0; Gin = 1'b0; Gout = 1'b0; AddSub = 1'b0;
		IRin = 1'b0; DINout = 1'b0; Rin = 8'b0; Rout = 8'b0;
		case (Tstep_Q)
			T0: 
				begin
					IRin = 1'b1;
				end
			T1:   
				case (I)
					mv: 
					begin
						Rout = Yreg;
						Rin = Xreg;
						Done = 1'b1;
					end
					mvi: 
					begin
						DINout = 1'b1;
						Rin = Xreg; 
						Done = 1'b1;
					end
					add, sub: 
					begin
						Rout = Xreg;
						Ain = 1'b1;
					end
					storek:
					begin
						Rout = Xreg;
						Rin = Yreg;
						Done = 1'b1;						
					end
					loodk:
					begin
						Rout = Xreg;
						Rin = Yreg;
						Done = 1'b1;
					end
					mvnzk:
					begin
						if (!G)
							Rout = Yreg;
							Rin = Xreg;
							Done = 1'b1;
					end
					default: ; 
				endcase
			T2:
				case (I)
					add, sub: 
					begin
						Rout = Yreg;
						Gin = 1'b1;
					end
					andk:
					begin
						Rout = Yreg;
						AddSub = 1'b1;
						Gin = 1'b1;
					end
					ork:
					begin
						Rout = Yreg;
						Gin = 1'b1;
					end
					default: ; 
				endcase
			T3:  
				case (I)
					add, sub: 
					begin
						Gout = 1'b1;
						Rin = Xreg;
						Done = 1'b1;
					end
					default: ;
				endcase
		endcase
	end	
	always @(posedge Clock, negedge Resetn)
		if (!Resetn)
			Tstep_Q <= T0;
		else
			Tstep_Q <= Tstep_D;
	regn reg_0 (BusWires, Rin[0], Clock, R0);
	regn reg_1 (BusWires, Rin[1], Clock, R1);
	regn reg_2 (BusWires, Rin[2], Clock, R2);
	regn reg_3 (BusWires, Rin[3], Clock, R3);
	regn reg_4 (BusWires, Rin[4], Clock, R4);
	regn reg_5 (BusWires, Rin[5], Clock, R5);
	regn reg_6 (BusWires, Rin[6], Clock, R6);
	regn reg_7 (BusWires, Rin[7], Clock, R7);
	regn reg_A (BusWires, Ain, Clock, A);
	regn #(.n(9)) reg_IR (DIN[15:7], IRin, Clock, IR);
	always @(AddSub or A or BusWires)
		begin
		if (!AddSub)
			Sum = A + BusWires;
	   else
			Sum = A - BusWires;
		end	
 	always @(andk or A or BusWires)
		if (!andk)
		   Sum = A & BusWires;
 	always @(ork or A or BusWires)
   	if (!ork)
   		Sum = A | BusWires;	      
	regn reg_G (Sum, Gin, Clock, G);
	assign Sel = {Rout, Gout, DINout};
	always @(*)
	begin
		if (Sel == 10'b1000000000)
			BusWires = R0;
   	else if (Sel == 10'b0100000000)
			BusWires = R1;
		else if (Sel == 10'b0010000000)
			BusWires = R2;
		else if (Sel == 10'b0001000000)
			BusWires = R3;
		else if (Sel == 10'b0000100000)
			BusWires = R4;
		else if (Sel == 10'b0000010000)
			BusWires = R5;
		else if (Sel == 10'b0000001000)
			BusWires = R6;
		else if (Sel == 10'b0000000100)
			BusWires = R7;
		else if (Sel == 10'b0000000010)
			BusWires = G;
   	else BusWires = DIN;
	end	
endmodule
module dec3to8(W, En, Y);
	input [2:0] W;
	input En;
	output [0:7] Y;
	reg [0:7] Y;
	always @(W or En)
	begin
		if (En == 1)
			case (W)
				3'b000: Y = 8'b10000000;
	   	   3'b001: Y = 8'b01000000;
				3'b010: Y = 8'b00100000;
				3'b011: Y = 8'b00010000;
				3'b100: Y = 8'b00001000;
				3'b101: Y = 8'b00000100;
				3'b110: Y = 8'b00000010;
				3'b111: Y = 8'b00000001;
			endcase
		else 
			Y = 8'b00000000;
	end
endmodule
module regn(R, Rin, Clock, Q);
	parameter n = 16;
	input [n-1:0] R;
	input Rin, Clock;
	output [n-1:0] Q;
	reg [n-1:0] Q;
	always @(posedge Clock)
	 	if (Rin)
			Q <= R;
endmodule
### run.sh
#!/bin/bash
# OpenROAD 26Q1-2900-gdf79404cd8, Yosys 0.63+post, stock flow scripts
make -C /OpenROAD-flow-scripts/flow DESIGN_CONFIG=/design/flow/config.mk WORK_HOME=/design/flow/orfs finish
### config.mk
export PLATFORM = sky130hd
export DESIGN_NAME = konya
export DESIGN_NICKNAME = konya
export VERILOG_FILES = /design/flow/design.v
export SDC_FILE = /design/flow/constraint.sdc
export NUM_CORES = 4
export LEC_CHECK = 1
export CORE_UTILIZATION = 40
### constraint.sdc
current_design konya

set clk_period 21.4
set clk_io_pct 0.2

create_clock -name clk0 -period $clk_period [get_ports {Clock}]

set non_clock_inputs [all_inputs -no_clocks]
set_input_delay [expr $clk_period * $clk_io_pct] -clock clk0 $non_clock_inputs
set_output_delay [expr $clk_period * $clk_io_pct] -clock clk0 [all_outputs]
==> Flow_metrics.wiki <==
== Implementation results ==
{| class="wikitable"
! Metric !! Value
|-
| Synthesis-to-layout area growth || 15.2%
|-
| Fraction of synthesis flops using an asynchronous set or reset pin || 2.12%
|-
| Critical Path, Cell by Cell || clkdlybuf4s50_1, o21ai_0, a31o_2, a31oi_1, buf_4, clkdlybuf4s50_1
|-
| Via count of the first global-routing pass || 6818
|-
| Maximum number of buffers from clock root to sink || 2
|-
| I/O pin total || 36
|-
| Core ar. || 23400 um^2
|-
| Clock tree from TritonCTS || built
|-
| Power density over the cells || 88.3 nW/um^2
|-
| Number of buffers created by CTS || 17
|-
| Hold Path Sink || Tstep_Q[1]
|-
| Number of instances resized during post-cts repair || 0
|-
| Hold bufs inserted after CTS || 0
|-
| Relative slew margins || 40.8%
|-
| Routed len/inst || 24.3 um
|-
| Max capacitance violation total || 0
|-
| Overall fraction of global-route tracks in use || 25.6%
|-
| First-iteration detailed-routing DRC count || 592
|-
| Area leader, netlist || edfxtp_1
|-
| Post-route setup TNS || 0 ns
|-
| Worst path arrival time || 6.42 ns
|-
| Terminus of the critical flop-to-flop path || reg_G.Q[15]
|-
| Highest ir drop seen on vdd || 59.6 uV
|-
| Total standard cell area after synthesis || 9540 um^2
|-
| Largest driver fanout on the critical path || 13
|-
| Ratio of final minimum period to clock period || 50.0%
|-
| Mapped Cells || 776
|-
| Run status || finished, final reports clean
|-
| Cell area leaders || edfxtp_1 (53%), dfxtp_1 (3.4%), nor2_1 (2.4%)
|-
| Flip-flops with a built-in enable || 169
|-
| Floorplan die width || 156 um
|-
| Final routed wirelength across all metal layers || 28300 um
|-
| First-pass detailed-route iteration total || 7
|-
| Critical Path Start Type || primary input
|-
| Post-Synthesis Mean Instance Area || 12.3 um^2
|-
| Half-perimeter wire length after detailed placement || 19600 um
|-
| Max frequency || 93.5 MHz
|-
| Cell Type Count || 93
|-
| Post-layout power || 0.971 mW
|-
| Die Y || 156 um
|-
| Period minus WS final || 10.70 ns
|-
| Area figure in the yosys stat output || 9540 um^2
|-
| Number of antenna violations at the first check in global routing || 0
|-
| Yosys synthesis warning count || 4
|-
| Pin count of the biggest net entering global routing || 30
|-
| Floorplan die area || 24500 um^2
|-
| Slew @ Worst Pin || 0.866 ns
|-
| Share of the core filled by cells before placement || 40.8%
|-
| Residual overflow from global routing || 0
|-
| Register-to-Register Path Depth || 26
|-
| H-tree levels || 4
|-
| Combinational Area || 3750 um^2
|-
| Warning total across the stage logs || 26
|-
| Fill cell instance count of the final layout || 2078
|-
| Post-route DRC violation count || 0
|-
| Post-route ant nets || 0
|-
| CP Capture Type || output pin
|-
| Type of the most critical hold path || reg2reg
|-
| Master of the slowest instance on the critical path || clkdlybuf4s50_1
|-
| Max Clock Skew || 0.0144 ns
|-
| Number of pins exceeding their max-slew limit in the final report || 0
|-
| Static leakage || 3.92 nW
|-
| Critical Path RT || 17.12 ns
|-
| Final count of hold timing violations || 0
|-
| Share of the yosys chip area belonging to registers || 57.6%
|-
| Input/output buffers || 35
|-
| Gp weighted congestion || 1.01
|-
| Post-CTS setup buffer count || 0
|-
| Yosys top cell area share || 53.2%
|-
| Via count || 6960
|-
| Via density per instance || 5.97
|-
| Cells in synth_stat.txt || 776
|-
| CTS Sinks || 189
|-
| Inserted Diodes || 0
|-
| Slack of the worst reg-to-reg path || 13.96 ns
|-
| Sequential cell area in the final layout || 5500 um^2
|-
| Hold Startpoint || Tstep_Q[2]
|-
| Rows || 56
|-
| Most used flip-flop cell || edfxtp_1
|-
| Number of endpoints failing setup at the final stage || 0
|-
| RSZ-0062 raised after global routing || false
|-
| Critical R2R Launch || reg_IR.Q[7]
|-
| Wire length of the first global-routing pass || 42300 um
|-
| Biggest cell delay along the critical path || 0.67 ns
|-
| Registers, synthesis || 189
|-
| Fraction of final layout cells sized beyond drive strength 1 || 13.0%
|-
| Crit Path Class || in2out
|-
| Root Driver || clkbuf_16
|-
| Latest clock arrival within the worst-skew pair || 0.44 ns
|-
| Most numerous cell on the critical path || clkdlybuf4s50_1
|-
| Cell depth of the worst hold path || 1
|-
| Clock transition at the registers of the reported paths || 0.08 ns
|}
how the worst max path moves through the flow:
stage | endpoint | depth (start not counted) | from | slack [ns]
CTS | BusWires[9] | 6 | DIN[9] | 10.76
global route | BusWires[15] | 7 | DIN[15] | 10.63
finish | BusWires[9] | 6 | DIN[9] | 10.70
layer usage:
layer	GRT usage [%]	up-vias	part of all wire, %	routed length (um)
li1	-	3190	-	-
met1	35.4	3325	39	11100
met2	36.3	367	43	12300
met3	11.5	78	12	3340
met4	11.3	0	5.6	1600
met5	0	-	0	0
metrics by stage:
| step | utilization [%] | instances | setup WS [ns] | cell area (um^2) | hold WS (ns) |
|---|---|---|---|---|---|
| 6_report | 47.0 | 1165 | 10.70 | 11000 | 0.580 |
| 5_1_grt | 47.0 | 1165 | 10.63 | 11000 | 0.602 |
| 4_1_cts | 47.0 | 1165 | 10.76 | 11000 | 0.577 |
| 3_5_place_dp | 44.2 | 1133 | 10.77 | 10300 | 0.557 |
| 3_3_place_gp | 44.2 | 1133 | 10.78 | 10300 | 0.564 |
| 2_1_floorplan | - | 776 | 11.95 | 9540 | 0.502 |
power breakdown:
| part | switching (mW) | internal [mW] | total, mW |
|---|---|---|---|
| clock | 0.165 | 0.173 | 0.338 |
| combinational | 0.104 | 0.0696 | 0.174 |
| sequential | 0.0157 | 0.443 | 0.459 |
| total | 0.285 | 0.686 | 0.971 |
registers in the layout, summed over array words and instances, names as in the netlist:
signal,count
Tstep_Q,4
Xreg,8
Yreg,8
reg_0.Q,16
reg_1.Q,16
reg_2.Q,16
reg_3.Q,16
reg_4.Q,16
reg_5.Q,16
reg_6.Q,16
reg_7.Q,16
reg_A.Q,16
reg_G.Q,16
reg_IR.Q,9
placed cells by master, fill, tap and decap left out, types with 17 or more instances in the layout:
cell,instances
a21o_1,17
a21oi_1,42
buf_4,30
clkbuf_16,17
clkdlybuf4s50_1,35
edfxtp_1,169
ha_1,18
inv_1,30
nand2_1,37
nor2_1,62
o21ai_0,23
o22ai_1,18
xnor2_1,19
area by class of cell:
type	count	area share, %
timing repair buffer	65	5.24
multi-input combinational	530	34.1
sequential	189	50.0
clock buffer	17	3.87
inverter	30	1.02
tap	319	3.63
clock inverter	15	2.08
cells in the mapped netlist, drive strengths merged, types with 5 or more instances:
cell      n
edfxtp  169
ha       18
nand2    37
and2     13
a22o     16
nand4     7
o211a     5
a221oi    5
xnor2    19
nand2b    6
dfxtp    16
buf      21
a211oi    8
nand3    17
a31oi    17
a221o     5
o31ai     8
o22ai    19
o21bai    5
o22a      6
a22oi     9
o221ai    7
a21oi    44
nor2     63
inv      30
o211ai    9
nor4     14
a21o     17
nor2b     9
o21ai    30
nor3     22
o21a      6
clkbuf    6
a211o    10
xor2     11
and3      5
worst max-delay path: cells and delay by family:
family                 cells  cell delay [ns]
buffers and inverters      3             1.40
AND-OR/OR-AND              3             0.74
logic make-up (layout without fill, tap and decap cells):
kind of cell               after synthesis  count (layout)  share of synthesized area, %
AOI/OAI and AO/OA                      260             260                          20.8
DFF                                    189             189                          57.6
buffers and inverters                   57             127                          3.07
muxes                                    6               6                         0.656
xor gates and xnor gates                30              30                          2.83
adders and majority gates               19              19                          2.57
and+or+nand+nor                        215             215                          12.4
No activity file was given, so power comes from the tool's default toggle rates.
